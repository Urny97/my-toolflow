==> flow/design.v <==
module AddRoundKey32(
	dataIn,
	keyIn,
	dataOut
	);
	input [31:0] dataIn;
	input [31:0] keyIn;
	output [31:0] dataOut;
	assign dataOut = dataIn ^ keyIn;
endmodule
==> flow/run.sh <==
#!/bin/bash
# OpenROAD 26Q1-2900-gdf79404cd8, Yosys 0.63+post, stock flow scripts
make -C /OpenROAD-flow-scripts/flow DESIGN_CONFIG=/design/flow/config.mk WORK_HOME=/design/flow/orfs finish
==> flow/config.mk <==
export PLATFORM = sky130hd
export DESIGN_NAME = AddRoundKey32
export DESIGN_NICKNAME = AddRoundKey32
export VERILOG_FILES = /design/flow/design.v
export SDC_FILE = /design/flow/constraint.sdc
export NUM_CORES = 4
export LEC_CHECK = 1
export CORE_AREA = 10 10 70 70
export DIE_AREA = 0 0 80 80
==> flow/constraint.sdc <==
current_design AddRoundKey32

set clk_period 1.0
set clk_io_pct 0.2

create_clock -name clk0 -period $clk_period

set non_clock_inputs [all_inputs -no_clocks]
set_input_delay [expr $clk_period * $clk_io_pct] -clock clk0 $non_clock_inputs
set_output_delay [expr $clk_period * $clk_io_pct] -clock clk0 [all_outputs]
==> impl_metrics.yaml <==
# generated from flow reports
sta:
  tns_ns: 0
  rsz0062_at_grt: "no"
  slew_headroom: 0.9131
  slew_violations: 0
  fmax_mhz: 1088
  post-route-period-util: 0.9193
  fin_crit_ns: 0.9193
  hold_slack_ns: 0.7601
  hold_viol: 0
  tightest_slew_ns: 0.1299
  setup_viol: 0
pwr:
  p_leak_nw: 0.5995
  total_power_mw: 0.3676
  powerDensity_nw_per_um2: 347.2
  p_int_mw: 0.2588
  ir_worst_vdd_uv: 107.4
  combPwrFrac: 1.000
  switching_share: 0.2959
  p_clk_frac: 0
  switchingPower_mw: 0.1088
  power_frac_seq: 0
layout:
  areaGrowthSynthToFinish_pct: 277.7
  drive_above_1_share: 0.2500
  flops: 0
  seq_area_um2: 0
  nClkBuffers: 0
die:
  fp_util: 0.08205
  fp.dieH_um: 80
  ios: 96
  dieWidth_um: 80
  rows: 21
  dieArea_um2: 6400
  core_um2: 3416
place:
  gp_congestion: 0.7333
  numPortBuffers: 96
  dpl.hpwl_um: 2254
setup_path:
  worstSetupEndpointType: "output port"
  crit_required_ns: 0.80
  worstSetupPathType: "input port to output port"
  start_kind: "input port"
  crit_fanout: 1
  worstPathArrival_ns: 0.72
synthesis:
  yosys_cells: 32
  synth_area_per_cell_um2: 8.758
  synth.distinct_cells: 1
  yosysWarnings: 0
  ys_chip_area_um2: 280.3
  synth_area_um2: 280.3
  postSynthSeqShare: 0
  synthCells: 32
grt:
  grt_start_max_net_pins: 2
  grt-ovfl-total: 0
  grt_pass1_vias: 698
  grtUsageTotal: 0.06488
  antenna_found_initial: 0
  grt_pass1_wl_um: 3429
clock_network:
  post_cts_buffers: 0
min_path:
  hold_end: "dataOut[21]"
  hold_class: "input port to output port"
  min_path_cells: 3
  min-delay-start: "keyIn[21]"
drt:
  drt_first_pass_iters: 2
  ant_nets: 0
  vias: 577
  n_antenna_cell: 0
  drt_iter0_drc: 4
  via_per_inst: 3.316
  drcViolationCount: 0
  wl_per_cell_um: 13.30
  wl_um: 2314
job:
  maxCapViolations: 0
  warnings: 32
run_status:
  status: "finished, final reports clean"
[kinds of logic after synthesis]
group	after synthesis	share of synthesized area
xor+xnor	32	1.000
[what timing repair did]
action | CTS | global route
setup endpoints to repair | 32 | 0
gates resized | 161 | 0
hold buffers | 0 | 0
[power groups by stage]
stage	registers (mW)	clock network, mW	logic (mW)
after global routing	0	0	0.416
final	0	0	0.368
after CTS	0	0	0.383
[layer usage]
| metal | GRT usage | vias up | wire [µm] |
|---|---|---|---|
| met5 | 0 | - | 0 |
| met2 | 0.1196 | 43 | 1228 |
| met3 | 0.03750 | 0 | 327 |
| li1 | - | 288 | - |
| met4 | 0 | 0 | 0 |
| met1 | 0.06526 | 246 | 759 |
[cell usage after synthesis]
master   n  area, µm²
xor2_1  32      280.3
[layout make-up]
class,count,area (µm²)
fill,407,2357
timing repair buffer,96,720.7
multi-input combinational,32,280.3
tap,46,57.56
[worst max-delay path by stage]
stage                  to  slack, ns        from
finish        dataOut[31]       0.08  dataIn[31]
global route  dataOut[23]       0.02  dataIn[23]
CTS           dataOut[31]       0.05  dataIn[31]
[critical path: stages]
cell	delay (ns)
dlygate4sd2_1	0.24
xor2_1	0.15
buf_2	0.13
[cells in the final DEF (no fill, tap or decap)]
cell,count
dlygate4sd2_1,64
xor2_1,32
buf_2,32
[metrics by stage]
| stage | instance area (µm²) | cells | setup WS [ns] | utilization |
|---|---|---|---|---|
| global placement | 1299 | 174 | -0.5669 | 0.3802 |
| floorplan | 280.3 | 32 | 0.4807 | - |
| detailed placement | 1299 | 174 | -0.5664 | 0.3802 |
| CTS | 1059 | 174 | 0.05479 | 0.3099 |
| global route | 1059 | 174 | 0.02019 | 0.3099 |
| finish | 1059 | 174 | 0.08069 | 0.3099 |
No activity file was given, so power comes from the tool's default toggle rates.
