File: ./design.v
module b128to32(
	dataIn,
	nr,
	dataOut
	);
	input [127:0] dataIn;
	input [1:0] nr;
	output [31:0] dataOut;
	assign dataOut = (nr[1] ? (nr[0] ? dataIn[31:0] : dataIn[63:32]) : (nr[0] ? dataIn[95:64] : dataIn[127:96]));
endmodule
File: ./run.sh
#!/bin/bash
# OpenROAD 26Q1-2900-gdf79404cd8, Yosys 0.63+post, stock flow scripts
make -C /OpenROAD-flow-scripts/flow DESIGN_CONFIG=/design/flow/config.mk WORK_HOME=/design/flow/orfs finish
File: ./config.mk
export PLATFORM = sky130hd
export DESIGN_NAME = b128to32
export DESIGN_NICKNAME = b128to32
export VERILOG_FILES = /design/flow/design.v
export SDC_FILE = /design/flow/constraint.sdc
export NUM_CORES = 4
export LEC_CHECK = 1
export CORE_AREA = 10 10 95 95
export DIE_AREA = 0 0 105 105
File: ./constraint.sdc
current_design b128to32

set clk_period 1.0
set clk_io_pct 0.2

create_clock -name clk0 -period $clk_period

set non_clock_inputs [all_inputs -no_clocks]
set_input_delay [expr $clk_period * $clk_io_pct] -clock clk0 $non_clock_inputs
set_output_delay [expr $clk_period * $clk_io_pct] -clock clk0 [all_outputs]
==> ds_physical_params.txt <==
Table: implementation figures

Parameter                              Value

Status
  Result of the run    finished with violations
  Violated checks    setup timing

Final layout
  Total number of sequential cells    0
  Commonest Layout Cell    dlygate4sd2_1
  FILL cells    776
  Design Area, Final    2400 um^2
  Most common logic cells in the final layout    dlygate4sd2_1, mux4_2, buf_2
  Number of clock-tree buffers in the layout    0
  Layout Area Growth over Synthesis    195%
  Layout cell share with drive strength beyond 1    38.0%
  Register Area    0 um^2

Drt
  Average via count per standard cell    4.07
  DRT antenna net count    0
  Number of diodes    0
  Drt initial violations    19
  Length of the first detailed-routing pass in iterations    3
  Detailed-route DRC error count    0
  Aggregate routed wire length    6.49 mm
  Wire length per cell after detailed routing    21.6 um
  Overall via count from detail_route    1,226

Place
  Number of I/O port buffers    162
  Global placement routability congestion    0.825
  Post-DP Area    2540 um^2

Synthesis
  Synthesized area per cell    20.9 um^2
  Number of distinct standard cells referenced by the synthesized netlist    5
  Cells in synth_stat.txt    39
  Top cells by area, synth    mux4_2, buf_12, mux4_1
  Post-synth seq share    0%
  Syn Inst Count    39
  Top cell type's share of synthesized area    82.9%
  Netlist area before placement    815 um^2
  Syn. warnings    0
  Yosys Chip Area    815 um^2
  Cell taking the most area after synthesis    mux4_2

STA
  Slew Limit Headroom    92.9%
  Fmax    0.762 GHz
  Time the final worst path needs with I/O delays and setup    1.31 ns
  Finish-stage setup viols    32
  Unrepaired setup endpoints after global routing    yes
  Final hold viol count    0
  Final Cycle Share    131%
  Transition time at the pin with the least slew margin    0.106 ns
  Crit path setup slack, layout    -0.312 ns
  Final number of max-transition violations    0

Flow run
  Number of max-capacitance violations reported    0
  OpenROAD warnings    35

Global routing
  Number of antenna violations at the first check in global routing    1
  Overall Global Routing Usage    11.1%
  Vias in the first global route    1,519
  First-pass GRT wire length    9.35 mm
  Remaining Overflow, GRT    0
  Pin count of the biggest net entering global routing    17

Min path
  Depth of the worst hold-timing path    3
  Class of the most critical hold timing path    in2out
  Hold Crit Start    dataIn[63]
  Terminating pin of the worst hold path    dataOut[31]

Die
  Total I/O pin count    162
  Die Area    11,000 um^2
  Effective utilization at floorplan    11.8%
  Die Wd    105 um
  FP Rows    30
  Area inside the core boundary    6910 um^2
  Die boundary height    105 um

Power
  Maximum ir drop on the vdd rail    0.182 mV
  Total power of the final layout    870 uW
  Leakage Power    1.13 nW
  Cell Pwr Density    362 nW/um^2

Worst setup path
  Worst setup path class    in2out
  WP data required    0.80 ns
  Crit Path Max Fanout    8
  Kind of launch point of the worst setup path    input port
  Critical Path End Type    output pin
  Arr. time, crit path    1.11 ns

Clocking
  Hold buffer count at CTS    0
-- what timing repair did --
item | in CTS | in global routing
setup endpoints to repair | 32 | 32
gates cloned | 4 | 1
setup buffers | 0 | 2
gates resized | 252 | 0
-- cell usage after synthesis --
library cell and count:
buf_2 3, buf_12 3, buf_6 1, mux4_1 2
mux4_2 30
-- cell families after synthesis --
kind of cell | count (synthesis) | share of synthesized area [%]
buf+inv | 7 | 10.6
mux | 32 | 89.4
-- how the worst max path moves through the flow --
stage,startpoint,to,slack [ns]
after CTS,nr[0],dataOut[10],-0.34
after global routing,nr[0],dataOut[14],-0.36
final,nr[0],dataOut[10],-0.31
-- metal layers --
layer	share of wire, %	vias up	global-route usage [%]
met3	17	2	7.76
met2	44	123	17.6
met5	0.20	-	0
li1	-	539	-
met4	0	2	0
met1	38	560	12.9
-- cell type report --
class / instances / area, um^2 / area share, %
multi-input cells: 32 / 721 / 30.0
well taps: 96 / 120 / 5.00
repair buffers: 173 / 1560 / 65.0
-- power by group --
group / total (mW) / switching, mW / leakage (nW) / internal [mW]
clock network: 0 / 0 / 0 / 0
logic: 0.870 / 0.225 / 1.13 / 0.644
registers: 0 / 0 / 0 / 0
-- stage by stage --
step	hold WS, ns	utilization [%]	TNS, ns	setup slack [ns]	std cells
after detailed placement	1.39	36.8	-28.86	-0.943	294
after global placement	1.39	36.8	-28.67	-0.924	294
after global routing	0.899	34.8	-10.35	-0.361	301
final	0.878	34.8	-9.12	-0.312	301
after CTS	0.866	34.2	-9.32	-0.335	298
after floorplan	0.486	-	-2.75	-0.0916	39
-- critical path, cell delays in order --
cell	delay, ns
buf_16	0.13
buf_12	0.13
mux4_2	0.50
buf_2	0.14
Power is estimated from default activity; no workload was simulated.
