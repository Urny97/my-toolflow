==> design.v <==
module b32to128_2(
	clock,
	reset,
	enable,
	dataIn,
	nr,
	dataOut
	);
	input clock;
	input reset;
	input enable;
	input [31:0] dataIn;
	input [1:0] nr;
	output reg [127:0] dataOut;
	reg [95:0] tmp;
	always @(posedge clock or posedge reset)
	if (reset)
	begin
		tmp = 0;
		dataOut = 0;
	end
	else
	begin
		if (enable)
		begin
			if (nr == 2'h0)
				tmp[95:64] = dataIn;
			else if (nr == 2'h1)
				tmp[63:32] = dataIn;
			else if (nr == 2'h2)
				tmp[31:0] = dataIn;
			else if (nr == 2'h3)
				dataOut = {tmp, dataIn};
		end
	end
endmodule
==> run.sh <==
#!/bin/bash
# OpenROAD 26Q1-2900-gdf79404cd8, Yosys 0.63+post, stock flow scripts
make -C /OpenROAD-flow-scripts/flow DESIGN_CONFIG=/design/flow/config.mk WORK_HOME=/design/flow/orfs finish
==> config.mk <==
export PLATFORM = sky130hd
export DESIGN_NAME = b32to128_2
export DESIGN_NICKNAME = b32to128_2
export VERILOG_FILES = /design/flow/design.v
export SDC_FILE = /design/flow/constraint.sdc
export NUM_CORES = 4
export LEC_CHECK = 1
export CORE_UTILIZATION = 30
==> constraint.sdc <==
current_design b32to128_2

set clk_period 1.0
set clk_io_pct 0.2

create_clock -name clk0 -period $clk_period [get_ports {clock}]

set non_clock_inputs [all_inputs -no_clocks]
set_input_delay [expr $clk_period * $clk_io_pct] -clock clk0 $non_clock_inputs
set_output_delay [expr $clk_period * $clk_io_pct] -clock clk0 [all_outputs]
==> flow_summary.html <==
<h2>Implementation results</h2>
<table>
<tr><th>Metric</th><th>Value</th></tr>
<tr><th colspan="2">Drt</th></tr>
<tr><td>DRT iter0 DRCs</td><td>172</td></tr>
<tr><td>First-pass detailed-route iteration total</td><td>4</td></tr>
<tr><td>Overall routed net length</td><td>21500 um</td></tr>
<tr><td>Number of nets still failing antenna checks after routing</td><td>0</td></tr>
<tr><td>Routed via count</td><td>5375</td></tr>
<tr><td>Via density per instance</td><td>4.27</td></tr>
<tr><td>Residual DRC count</td><td>0</td></tr>
<tr><td>N_diodes</td><td>0</td></tr>
<tr><td>DR WL/cell</td><td>17.0 um</td></tr>
<tr><th colspan="2">CTS</th></tr>
<tr><td>Clock transition time at the flip-flop clock pins of the worst setup and hold paths</td><td>60 ps</td></tr>
<tr><td>Number of buffers between clock root and the deepest sink</td><td>3</td></tr>
<tr><td>Latest clock arrival within the worst-skew pair</td><td>510 ps</td></tr>
<tr><td>Number of buffers created by CTS</td><td>25</td></tr>
<tr><td>Max H-tree Level</td><td>1</td></tr>
<tr><td>Buffer cell driving the clock tree root</td><td>clkbuf_16</td></tr>
<tr><td>Hold buffer count at CTS</td><td>0</td></tr>
<tr><td>TritonCTS clock tree</td><td>built</td></tr>
<tr><td>Sinks on the clock net</td><td>224</td></tr>
<tr><th colspan="2">Worst setup path</th></tr>
<tr><td>Type of destination of the critical path</td><td>flip-flop</td></tr>
<tr><td>Critical path data arrival time</td><td>1640 ps</td></tr>
<tr><td>Critical Path Fanout Max</td><td>8</td></tr>
<tr><td>Type of element launching the critical path</td><td>primary input</td></tr>
<tr><td>WP data required</td><td>1400 ps</td></tr>
<tr><td>Depth of the most critical reg-to-reg path</td><td>4</td></tr>
<tr><td>Worst reg2reg setup slack</td><td>-120 ps</td></tr>
<tr><td>Path type of the worst setup path</td><td>primary input to flip-flop</td></tr>
<tr><th colspan="2">Power and ir drop</th></tr>
<tr><td>Peak VDD IR</td><td>1.37 mV</td></tr>
<tr><td>Leakage Power</td><td>6.72 nW</td></tr>
<tr><td>Total power</td><td>32.3 mW</td></tr>
<tr><td>Power per standard cell area</td><td>2360 nW/um^2</td></tr>
<tr><th colspan="2">STA</th></tr>
<tr><td>RSZ-0062 raised after global routing</td><td>true</td></tr>
<tr><td>Transition time of the tightest slew-check pin</td><td>249 ps</td></tr>
<tr><td>Setup TNS Final</td><td>-52670 ps</td></tr>
<tr><td>Worst hold slack</td><td>119 ps</td></tr>
<tr><td>Slew HR</td><td>0.834</td></tr>
<tr><td>Endpoints failing setup</td><td>298</td></tr>
<tr><td>Largest clock skew in the final design</td><td>8.45 ps</td></tr>
<tr><td>Final critical-path required period</td><td>1240 ps</td></tr>
<tr><td>Number of endpoints with negative hold slack in the final report</td><td>0</td></tr>
<tr><td>Minimum setup slack in the final design</td><td>-244 ps</td></tr>
<tr><td>Timing-limited maximum frequency</td><td>804 MHz</td></tr>
<tr><td>Final count of pins violating max slew</td><td>0</td></tr>
<tr><td>Final critical-path share of the clock period</td><td>1.24</td></tr>
<tr><th colspan="2">Global route</th></tr>
<tr><td>Global-route wire length before repair</td><td>32400 um</td></tr>
<tr><td>Total global-route track usage</td><td>0.150</td></tr>
<tr><td>Number of global-route vias before repair</td><td>5662</td></tr>
<tr><td>Met3 track demand over resource</td><td>0.0296</td></tr>
<tr><td>Grt met2 use</td><td>0.225</td></tr>
<tr><td>Most Used Layer, Global Route</td><td>met1</td></tr>
<tr><td>Number of antenna violations at the first check in global routing</td><td>0</td></tr>
<tr><td>Sum of overflow across all layers after global routing</td><td>0</td></tr>
<tr><td>Pin count of the biggest net entering global routing</td><td>21</td></tr>
<tr><td>Met1 usage</td><td>0.235</td></tr>
<tr><th colspan="2">Floorplan</th></tr>
<tr><td>Row count</td><td>61</td></tr>
<tr><td>Vertical die size</td><td>170 um</td></tr>
<tr><td>Core outline area</td><td>27800 um^2</td></tr>
<tr><td>Effective utilization at floorplan</td><td>0.306</td></tr>
<tr><td>Area of the die</td><td>29000 um^2</td></tr>
<tr><td>Die X</td><td>170 um</td></tr>
<tr><td>Number of I/O pins</td><td>165</td></tr>
<tr><th colspan="2">Layout</th></tr>
<tr><td>Most frequently placed logic cell in the final layout</td><td>dfrtp_1</td></tr>
<tr><td>Synthesis-to-finish area growth</td><td>61.1%</td></tr>
<tr><td>Design Area, Final</td><td>13700 um^2</td></tr>
<tr><td>Top Layout Cells</td><td>dfrtp_1, mux2_4, buf_4</td></tr>
<tr><td>Fraction of layout cells with a size suffix above 1</td><td>0.699</td></tr>
<tr><td>Number of fillers in the final layout</td><td>2315</td></tr>
<tr><td>Non-filler instance count after layout</td><td>1259</td></tr>
<tr><td>Final standard cell utilization of the core</td><td>0.492</td></tr>
<tr><th colspan="2">Place</th></tr>
<tr><td>Final estimated routing congestion in global placement</td><td>0.796</td></tr>
<tr><td>Worst-case setup slack after placement</td><td>-1250 ps</td></tr>
<tr><td>Placed cell area</td><td>12200 um^2</td></tr>
<tr><td>Total placed cells including tap cells</td><td>1102</td></tr>
<tr><td>Detailed placer's ending HPWL</td><td>12700 um</td></tr>
<tr><td>Number of I/O port buffers</td><td>164</td></tr>
<tr><th colspan="2">Yosys</th></tr>
<tr><td>AO/OA Area Share</td><td>0</td></tr>
<tr><td>Seq/Total Area, Yosys</td><td>0.660</td></tr>
<tr><td>Cells after Synth</td><td>483</td></tr>
<tr><td>Per-instance average area after synthesis</td><td>17.6 um^2</td></tr>
<tr><td>Share of the synthesized netlist area taken by xor and xnor gates</td><td>0</td></tr>
<tr><td>Ys flops</td><td>224</td></tr>
<tr><td>Largest family of logic cells by area</td><td>multiplexers</td></tr>
<tr><td>Cell count listed in synth_stat.txt</td><td>483</td></tr>
<tr><td>Cell area after synthesis</td><td>8490 um^2</td></tr>
<tr><td>Syn. warnings</td><td>1</td></tr>
<tr><td>Chip area in the Yosys report</td><td>8490 um^2</td></tr>
<tr><td>Area share of fa/ha/maj cells after synthesis</td><td>0.00589</td></tr>
<tr><td>Synthesized-area fraction occupied by and/or/nand/nor cells</td><td>0.00471</td></tr>
<tr><td>Distinct cell type count after synthesis</td><td>13</td></tr>
<tr><td>Portion of netlist area occupied by mux cells</td><td>0.301</td></tr>
<tr><th colspan="2">Flow run</th></tr>
<tr><td>Total number of warnings across the stage logs</td><td>31</td></tr>
<tr><td>Number of max-cap violations</td><td>0</td></tr>
<tr><th colspan="2">Hold path</th></tr>
<tr><td>Kind of path behind the tightest hold check</td><td>primary input to asynchronous set/reset pin</td></tr>
<tr><th colspan="2">Status</th></tr>
<tr><td>Failing checks</td><td>negative setup slack</td></tr>
<tr><td>Result of the run</td><td>finished, violations left</td></tr>
</table>
final timing paths:
check / start / end
max in group asynchronous: reset / tmp[37]$_DFFE_PP0P_
max reg2reg: dataOut[35]$_DFFE_PP0P_ / dataOut[35]$_DFFE_PP0P_
min reg2reg: tmp[43]$_DFFE_PP0P_ / dataOut[75]$_DFFE_PP0P_
max: nr[0] / dataOut[51]$_DFFE_PP0P_
min: reset / tmp[82]$_DFFE_PP0P_
min in group clk0: dataIn[28] / tmp[28]$_DFFE_PP0P_
cell type report:
| cell class | instances | area, um^2 | area share |
|---|---|---|---|
| flip-flops and latches | 224 | 5610 | 0.410 |
| multi-input cells | 232 | 3390 | 0.248 |
| repair buffers | 380 | 3360 | 0.245 |
| clock buffers | 37 | 741 | 0.0541 |
| well taps | 378 | 473 | 0.0346 |
| clock inverters | 5 | 80.1 | 0.00585 |
| inverters | 3 | 35.0 | 0.00256 |
routing by layer:
metal,share of wire,vias to the layer above
li1,-,2479
met1,0.46,2725
met2,0.46,138
met3,0.053,33
met4,0.021,0
met5,0,-
logic make-up after synthesis:
logic type | Yosys count
adders and majority gates | 4
DFF | 224
buffers and inverters | 27
and+or+nand+nor | 4
muxes | 224
power breakdown:
| part | switching [mW] | total, mW | internal, mW |
|---|---|---|---|
| Sequential | 1.60 | 13.5 | 11.9 |
| Clock | 3.54 | 9.13 | 5.59 |
| Combinational | 2.20 | 9.72 | 7.52 |
worst max-delay path, cell delays in order:
cell and delay, ps:
buf_8 110, inv_8 50, ha_4 180, and4bb_4 350, buf_12 170, buf_12 140, buf_12 130, mux2_4 300
synth_stat cells:
master,number,area (um^2)
dfrtp_1,224,5610
mux2_2,210,2360
buf_6,17,191
mux2_4,10,150
buf_2,6,30.0
ha_1,4,50.1
mux2_1,4,45.0
inv_1,3,11.3
and4bb_1,1,12.5
and4bb_4,1,16.3
clkbuf_2,1,5.00
nand2_1,1,3.75
nand3b_1,1,7.51
state kept, by name, indices dropped and copies added (netlist names):
| name | flops |
|---|---|
| dataOut | 128 |
| tmp | 96 |
what timing repair did:
action	4_1_cts	5_1_grt
setup buffers	79	31
gates cloned	8	6
endpoints found under the setup margin	352	341
pin swaps	4	2
resized	427	37
Power is estimated from default activity; no workload was simulated.
